<file path="constraint.sdc">
current_design uart_rx

set clk_period 4.9
set clk_io_pct 0.2

create_clock -name clk0 -period $clk_period [get_ports {i_clk}]

set non_clock_inputs [all_inputs -no_clocks]
set_input_delay [expr $clk_period * $clk_io_pct] -clock clk0 $non_clock_inputs
set_output_delay [expr $clk_period * $clk_io_pct] -clock clk0 [all_outputs]
</file>
<file path="config.mk">
export PLATFORM = sky130hd
export DESIGN_NAME = uart_rx
export DESIGN_NICKNAME = uart_rx
export VERILOG_FILES = /design/flow/design.v
export SDC_FILE = /design/flow/constraint.sdc
export NUM_CORES = 4
export LEC_CHECK = 1
export CORE_UTILIZATION = 30
</file>
<file path="design.v">
`timescale 1ns / 1ps
module uart_rx    
(
    input wire        i_clk,
    input wire        i_rx,
    output wire [7:0] o_byte,
    output wire       o_data_valid
);
    localparam CLKS_PER_BIT = 14'd13020;
    localparam IDLE         = 2'b00;
    localparam RECEIVING    = 2'b01;
    localparam CLEANUP      = 2'b10;
    reg [7:0]  r_rx_buffer;
    reg [12:0] r_idle_counter;
    reg [13:0] r_div_counter;
    reg [13:0] r_cleanup_counter;
    reg [3:0]  r_bit_counter;
    reg [1:0]  r_state;
    reg        r_data_valid;
    always @(posedge i_clk) begin
        case (r_state)
            IDLE : begin
                if(i_rx == 1'b0) begin
                    if(r_idle_counter > CLKS_PER_BIT/2) begin
                        r_state <= RECEIVING;
                        r_idle_counter <= 13'd0;
                        r_data_valid <= 1'b0;
                    end
                    else begin
                        r_state <= r_state;
                        r_idle_counter <= r_idle_counter + 13'd1;
                        r_data_valid <= 1'b0;
                    end
                end
            end
            RECEIVING : begin
                if(r_div_counter > CLKS_PER_BIT) begin
                    if (r_bit_counter < 4'b1000) begin
                        r_rx_buffer[r_bit_counter] <= i_rx;          
                        r_bit_counter <= r_bit_counter + 4'd1;
                        r_div_counter <= 14'd0;
                        r_state <= r_state;
                        r_data_valid <= 1'b0;
                    end
                    else begin
                        r_bit_counter <= 4'd0;
                        r_div_counter <= 14'd0;
                        r_state <= CLEANUP;
                        r_data_valid <= 1'b1;
                    end
                end
                else begin
                    r_bit_counter <= r_bit_counter;
                    r_div_counter = r_div_counter + 14'd1;
                    r_state <= r_state;
                    r_data_valid <= 1'b0;
                end
            end
            CLEANUP : begin
                if(r_cleanup_counter > CLKS_PER_BIT) begin
                    if(i_rx == 1'b1) begin
                        r_state <= IDLE;         
                        r_data_valid <= 1'b0;
                    end
                    else begin
                        r_state <= RECEIVING;    
                        r_data_valid <= 1'b0;
                    end
                end
                else begin
                    r_cleanup_counter <= r_cleanup_counter + 14'd1;
                    r_state <= r_state;
                    r_data_valid <= 1'b0;
                end
            end
            default : begin
                r_idle_counter <= 13'd0;
                r_div_counter <= 14'd0;
                r_cleanup_counter <= 14'd0;
                r_bit_counter <= 4'd0;
                r_data_valid <= 1'b0;
                r_state <= IDLE;
            end
        endcase
    end
    assign o_byte       = r_rx_buffer;
    assign o_data_valid = r_data_valid;
endmodule
</file>
<file path="run.sh">
#!/bin/bash
# OpenROAD 26Q1-2900-gdf79404cd8, Yosys 0.63+post, stock flow scripts
make -C /OpenROAD-flow-scripts/flow DESIGN_CONFIG=/design/flow/config.mk WORK_HOME=/design/flow/orfs finish
</file>
==> impl_metrics.prom <==
# HELP chip_impl_metric Metrics from one implementation run
# TYPE chip_impl_metric gauge
chip_impl_metric{name="synth.avg_cell_area",unit="um^2"} 10.90
chip_impl_info{name="r2r_end",value="r_rx_buffer[4]$_DFFE_PP_"} 1
chip_impl_metric{name="dp_worst_setup_slack",unit="ns"} 2.449
chip_impl_metric{name="report.final.hold_viol_count",unit=""} 0
chip_impl_metric{name="placed_cell_area",unit="um^2"} 3520
chip_impl_metric{name="minimum_clock_period",unit="ns"} 2.462
chip_impl_metric{name="yosysSeqAreaShare",unit="%"} 51.95
chip_impl_metric{name="power_density",unit="nW/um^2"} 634.8
chip_impl_metric{name="synth.yosys.num_cells",unit=""} 297
chip_impl_metric{name="first_iter_violations",unit=""} 166
chip_impl_metric{name="grt_first_pass_wirelength",unit="mm"} 9.432
chip_impl_metric{name="diodes",unit=""} 0
chip_impl_metric{name="post_route_cells_drive_above_1_share",unit="%"} 9.904
chip_impl_metric{name="detailed_place_hpwl",unit="mm"} 3.670
chip_impl_metric{name="dr_total_vias",unit=""} 2173
chip_impl_metric{name="power.share.switching",unit="%"} 39.09
chip_impl_info{name="grt_setup_unrepaired",value="no"} 1
chip_impl_metric{name="slew_violations",unit=""} 0
chip_impl_metric{name="wl_per_cell",unit="um"} 12.10
chip_impl_metric{name="insertion_delay_at_the_late_pin_of_the_worst_skew_pair",unit="ns"} 0.31
chip_impl_metric{name="totalWireLength",unit="mm"} 5.434
chip_impl_metric{name="grt_antenna_before_repair",unit=""} 0
chip_impl_info{name="worst_setup_path_start_kind",value="flop"} 1
chip_impl_metric{name="cts_max_level",unit=""} 2
chip_impl_info{name="tritoncts",value="yes"} 1
chip_impl_metric{name="clkSinkCount",unit=""} 56
chip_impl_metric{name="power.sequential.fraction",unit="%"} 48.1
chip_impl_info{name="ys_top_cells_by_area",value="edfxtp_1, ha_1, xor2_1"} 1
chip_impl_metric{name="finish.cell_count_without_fillers",unit=""} 449
chip_impl_metric{name="placement.io_buffers",unit=""} 10
chip_impl_metric{name="drv.max_cap_violation_count",unit=""} 0
chip_impl_metric{name="hold_buffers",unit=""} 0
chip_impl_metric{name="synth-seq-cells",unit=""} 56
chip_impl_metric{name="slew_headroom",unit="%"} 65.43
chip_impl_metric{name="hold-path-cell-count",unit=""} 1
chip_impl_metric{name="ys_warn_count",unit=""} 1
chip_impl_metric{name="openroad.warnings",unit=""} 35
chip_impl_metric{name="flow.area_growth_from_synthesis",unit="%"} 12.72
chip_impl_info{name="yosys_most_used_dff",value="edfxtp_1"} 1
chip_impl_metric{name="grt_max_degree",unit=""} 17
chip_impl_metric{name="die_area",unit="um^2"} 11210
chip_impl_metric{name="combinational_share_of_power",unit="%"} 36.7
chip_impl_metric{name="cts_max_path_buffers",unit=""} 2
chip_impl_info{name="crit_path_end",value="r_rx_buffer[4]$_DFFE_PP_"} 1
chip_impl_metric{name="worst_slew_pin_slew",unit="ns"} 0.5185
chip_impl_metric{name="post-synth-top-area-fraction",unit="%"} 51.95
chip_impl_metric{name="setup.reg_to_reg.worst_slack",unit="ns"} 2.44
chip_impl_metric{name="cts_made_buffers",unit=""} 5
chip_impl_metric{name="ys_area",unit="um^2"} 3237
chip_impl_metric{name="place_congestion",unit=""} 0.8048
chip_impl_metric{name="detail_route.drc_violations",unit=""} 0
chip_impl_metric{name="synth.cell_area",unit="um^2"} 3237
chip_impl_info{name="synthDominantAreaCellType",value="edfxtp_1"} 1
chip_impl_info{name="holdCritPathClass",value="reg2reg"} 1
chip_impl_info{name="setup.worst_path.class",value="reg2reg"} 1
chip_impl_metric{name="leakage",unit="nW"} 1.251
chip_impl_info{name="critPathLaunch",value="r_bit_counter[0]$_SDFFCE_PN0P_"} 1
chip_impl_metric{name="cts.reportedPaths.clkPinSlew",unit="ns"} 0.09
chip_impl_metric{name="io_pins",unit=""} 11
chip_impl_metric{name="finish.instance_area",unit="um^2"} 3649
chip_impl_metric{name="sum_of_negative_setup_slack",unit="ns"} 0
chip_impl_metric{name="total_power",unit="mW"} 2.316
chip_impl_metric{name="fin_ws",unit="ns"} 2.438
chip_impl_metric{name="synth_async_sr_flop_share",unit="%"} 0
chip_impl_metric{name="synth-edff-count",unit=""} 56
chip_impl_metric{name="clock_skew",unit="ns"} 0.009330
chip_impl_metric{name="timing.critical_path.arrival",unit="ns"} 2.53
chip_impl_metric{name="setup_viol",unit=""} 0
chip_impl_metric{name="worst-path-max-fanout",unit=""} 14
chip_impl_metric{name="fmax",unit="GHz"} 0.4062
chip_impl_metric{name="post-place-cells",unit=""} 442
chip_impl_metric{name="yosysUniqueCellTypes",unit=""} 51
chip_impl_metric{name="die.size.x",unit="um"} 105.9
chip_impl_metric{name="power.clock.fraction",unit="%"} 15.1
chip_impl_info{name="critical_path.reg2reg.startpoint",value="r_bit_counter[0]$_SDFFCE_PN0P_"} 1
chip_impl_metric{name="via_per_inst",unit=""} 4.840
chip_impl_info{name="cts_root_buf",value="clkbuf_8"} 1
chip_impl_metric{name="vdd_ir_drop_max",unit="V"} 0.0002402
chip_impl_metric{name="placement_rows",unit=""} 37
chip_impl_metric{name="cts_setup_buffers",unit=""} 0
chip_impl_metric{name="detail-route-antenna-nets",unit=""} 0
chip_impl_metric{name="number_of_cells_traversed_by_the_worst_register_to_register_path",unit=""} 7
chip_impl_metric{name="power.net_switching",unit="mW"} 0.9054
chip_impl_metric{name="worst-endpoint-required",unit="ns"} 4.97
chip_impl_metric{name="synthesized_instance_count",unit=""} 297
chip_impl_metric{name="internal-power",unit="mW"} 1.411
chip_impl_metric{name="grt_use_total",unit="%"} 10.56
chip_impl_info{name="run_status",value="finished clean"} 1
chip_impl_metric{name="die_height",unit="um"} 105.9
chip_impl_metric{name="post_cts_resized",unit=""} 0
chip_impl_metric{name="drt_pass_1_iters",unit=""} 4
chip_impl_metric{name="grt_pass1_vias",unit=""} 2016
chip_impl_metric{name="overflow",unit=""} 0
chip_impl_metric{name="fp_util",unit="%"} 31.21
chip_impl_metric{name="coreArea",unit="um^2"} 10370
chip_impl_info{name="worstSetupEndpointType",value="flop"} 1
chip_impl_metric{name="final_min_period_over_clock_period",unit="%"} 50.24
area by class of cell:
type | count | area [um^2]
tap | 136 | 170.2
fill | 1006 | 6721
sequential | 56 | 1682
multi-input combinational | 221 | 1478
clock buffer | 5 | 68.82
clock inverter | 2 | 60.06
timing repair buffer | 15 | 137.6
inverter | 14 | 52.55
cells in the mapped netlist (all sizes together), types with 4 or more instances:
cell type  count
nand4          5
nor2          51
nand3         18
a211oi         5
ha            15
a21oi          5
o2bb2ai        6
a31oi          4
clkbuf         5
nor3           6
and2           4
nand2         26
edfxtp        56
and3          10
inv           14
xnor2         13
xor2          21
routing by layer:
metal | GRT usage (%) | vias up | share of wire, %
li1 | - | 1096 | -
met1 | 17.01 | 1042 | 52
met2 | 15.83 | 29 | 44
met3 | 2.145 | 6 | 3.2
met4 | 0.9921 | 0 | 1.2
met5 | 0 | - | 0
stage by stage:
| stage | hold WS (ns) | util (%) |
|---|---|---|
| after global routing | 0.5877 | 35.18 |
| final | 0.5701 | 35.18 |
| after detailed placement | 0.5521 | 33.94 |
| after global placement | 0.5515 | 33.94 |
| after floorplan | 0.5032 | - |
| after CTS | 0.5791 | 35.18 |
power groups by stage:
| stage | registers (mW) | logic, mW | clock network, mW |
|---|---|---|---|
| after global routing | 1.16 | 0.964 | 0.376 |
| after CTS | 1.11 | 0.862 | 0.366 |
| final | 1.11 | 0.850 | 0.351 |
worst min-delay path by stage:
stage | from | to | slack, ns
final | r_rx_buffer[1]$_DFFE_PP_ | r_rx_buffer[1]$_DFFE_PP_ | 0.57
after CTS | r_rx_buffer[1]$_DFFE_PP_ | r_rx_buffer[1]$_DFFE_PP_ | 0.58
after global routing | r_rx_buffer[1]$_DFFE_PP_ | r_rx_buffer[1]$_DFFE_PP_ | 0.59
worst max-delay path: stages (launching register included):
cell and delay (ns):
edfxtp_1 0.62, inv_1 0.15, ha_1 0.33, o21bai_1 0.19
o21a_1 0.19, o22a_1 0.23, nor3_1 0.16, mux2_2 0.35
kinds of logic after synthesis:
| logic type | Yosys count | synth area share [%] |
|---|---|---|
| buffers and inverters | 20 | 2.551 |
| XOR/XNOR | 34 | 9.200 |
| AND-OR/OR-AND | 34 | 8.543 |
| multiplexers | 3 | 1.005 |
| adder cells (fa/ha/maj) | 15 | 5.798 |
| flip-flops | 56 | 51.95 |
| AND/OR/NAND/NOR | 135 | 20.95 |
registers in the layout, summed over array words and instances (netlist names):
name	flops
r_cleanup_counter	14
r_div_counter	14
r_idle_counter	13
r_rx_buffer	8
r_bit_counter	4
r_state	2
r_data_valid	1
placed cells by master (no fill, tap or decap), types with 3 or more instances in the layout:
| cell | Yosys | final |
|---|---|---|
| nor2_1 | 48 | 48 |
| xor2_1 | 21 | 21 |
| a211oi_1 | 5 | 4 |
| o2bb2ai_1 | 6 | 6 |
| nor2_2 | 3 | 3 |
| nand4_1 | 5 | 5 |
| clkbuf_8 | 0 | 5 |
| and3_1 | 9 | 9 |
| nor3_1 | 6 | 6 |
| edfxtp_1 | 56 | 56 |
| xnor2_1 | 13 | 13 |
| ha_1 | 15 | 15 |
| inv_1 | 14 | 14 |
| nand3_1 | 18 | 18 |
| buf_4 | 0 | 5 |
| a31oi_1 | 3 | 3 |
| a21oi_1 | 5 | 5 |
| nand2_1 | 26 | 26 |
| clkdlybuf4s50_1 | 0 | 10 |
Power figures rest on the tool's default switching activity, not on a simulated workload.
